==> ./design.v <==
`timescale 1ns / 1ps
module npc(
    input [31:0] PC,
    input [25:0] Imm26,
    input [31:0] Ext32,
    input [31:0] RD1,
	 input [1:0] nPC_sel,
    input Zero,
    output reg[31:0] next_PC,
    output [31:0] PC_plus_4
    );
	assign PC_plus_4 = PC + 4;
	always @(*) begin
		if (nPC_sel == 2'b00) next_PC = PC + 4;
		else if (nPC_sel == 2'b01 && Zero) next_PC = (Ext32 << 2) + PC + 4;
		else if (nPC_sel == 2'b10) next_PC = {PC[31:28], Imm26, 2'b00};
		else if (nPC_sel == 2'b11) next_PC = RD1;
		else next_PC = PC + 4;
	end
endmodule
==> ./run.sh <==
#!/bin/bash
# OpenROAD 26Q1-2900-gdf79404cd8, Yosys 0.63+post, stock flow scripts
make -C /OpenROAD-flow-scripts/flow DESIGN_CONFIG=/design/flow/config.mk WORK_HOME=/design/flow/orfs finish
==> ./config.mk <==
export PLATFORM = sky130hd
export DESIGN_NAME = npc
export DESIGN_NICKNAME = npc
export VERILOG_FILES = /design/flow/design.v
export SDC_FILE = /design/flow/constraint.sdc
export NUM_CORES = 4
export LEC_CHECK = 1
export CORE_AREA = 10 10 128 128
export DIE_AREA = 0 0 138 138
==> ./constraint.sdc <==
current_design npc

set clk_period 7.7
set clk_io_pct 0.2

create_clock -name clk0 -period $clk_period

set non_clock_inputs [all_inputs -no_clocks]
set_input_delay [expr $clk_period * $clk_io_pct] -clock clk0 $non_clock_inputs
set_output_delay [expr $clk_period * $clk_io_pct] -clock clk0 [all_outputs]
==> run summary <==
Least-Margin Pin Slew -> 633 ps
Die ar. -> 19000 um^2
fin worst setup slack -> 1040 ps
Pre-antenna DRT Iters -> 4
post-cts resize count -> 0
grt total ovfl -> 0
critical-path cell list -> clkdlybuf4s50_1 > ha_1 > ha_1 > fa_1 > a211oi_1 > o21a_2 > a211oi_4 > o31ai_2 > nand2_1 > xnor2_1 > a221oi_2 > clkdlybuf4s50_1
number of cells in Yosys stat -> 506
FP Util -> 26.7%
Post-Route WL -> 16700 um
CTS Hold Bufs -> 0
P&R area growth vs syn -> 54.8%
fmax -> 150 MHz
placed cell areas -> 5700 um^2
min Tclk post-route -> 6660 ps
Post-synth area hogs -> ha_1 (20%), xnor2_1 (7.1%), mux2i_1 (6.8%)
fin area -> 5700 um^2
LEAKAGE -> 2.35 nW
synthesized area -> 3680 um^2
# Max-Cap Violations -> 0
Syn. warnings -> 1
initial DRC count -> 254
Critical Path Slowest Stage Cell -> clkdlybuf4s50_1
Yosys chip area -> 3680 um^2
# IOs -> 189
initial antenna violation count -> 0
count leader, synth -> ha_1
status -> finished, final reports clean
WS Path Type -> primary input to primary output
Core Rows -> 43
CP max FO -> 6
Critical Path RT -> 6160 ps
layout cell share with drive strength beyond 1 -> 5.51%
worst min path class -> primary input to primary output
worst setup path start -> PC[3]
antenna-violating nets left -> 0
ant diodes -> 0
DRC -> 0
largest area contributor in the netlist -> ha_1
Area leader share -> 19.7%
max-slew violations -> 0
Startpoint Class -> primary input
Mapped Cells -> 506
final hold vios -> 0
die height -> 138 um
CP max stage delay -> 600 ps
HPWL after detailed placement -> 14000 um
flip-flops -> 0
Die X -> 138 um
FF+latch area -> 0 um^2
All-Layer GR Usage -> 16.8%
Unique masters post-synth -> 70
most frequent cells after synthesis -> ha_1 (58), nand2_1 (49), a21oi_1 (36)
vias -> 4473
period utilization -> 86.5%
RSZ-0062 raised after global routing -> no
core footprint -> 13800 um^2
vias in the first global route -> 4652
Final setup viols -> 0
largest net degree at the start of global routing -> 39
IO buf count -> 187
Max rail drop VDD -> 24.9 uV
Power Density -> 72.5 nW/um^2
post-place setup slack -> 988 ps
average routed wire per standard cell -> 19.6 um
post-CTS setup buffers -> 0
vias per cell -> 5.25
HP Start -> PC[0]
tool warning count -> 34
sequential share of the synthesized area -> 0%
Synth Area per Inst -> 7.28 um^2
clkbuf count -> 0
Crit path arrival time -> 5120 ps
Setup TNS -> 0 ps
Worst setup EP type -> primary output
first-pass GRT wire length -> 26700 um
final RePlAce weighted congestion -> 0.933
Max-Slew Margin vs Limit -> 56.7%
cell usage in the layout, fill, tap and decap left out, types with 3 or more instances in the layout:
cell type | netlist | final
a211oi_1 | 13 | 13
a21o_1 | 16 | 16
a21oi_1 | 36 | 36
a221oi_1 | 4 | 4
a221oi_2 | 3 | 3
a22oi_1 | 3 | 3
a31oi_1 | 6 | 6
and2_1 | 7 | 7
and3_1 | 6 | 6
buf_4 | 2 | 5
clkdlybuf4s50_1 | 0 | 186
ha_1 | 58 | 58
inv_1 | 15 | 15
mux2_2 | 4 | 4
mux2i_1 | 25 | 25
nand2_1 | 49 | 49
nand2b_1 | 3 | 3
nand3_1 | 26 | 26
nand4_1 | 9 | 9
nor2_1 | 35 | 35
nor2b_1 | 4 | 4
nor3_1 | 10 | 10
nor3b_1 | 3 | 3
nor4_1 | 6 | 6
nor4_4 | 3 | 3
o2111ai_1 | 3 | 3
o211ai_1 | 8 | 8
o21ai_0 | 17 | 17
o21ai_1 | 9 | 9
o21bai_1 | 4 | 4
o22ai_1 | 3 | 3
o2bb2ai_1 | 3 | 3
or3_1 | 3 | 3
xnor2_1 | 30 | 30
xor2_1 | 16 | 16
report_power, final:
| group | switching, mW | total (mW) | internal (mW) |
|---|---|---|---|
| Clock | 0 | 0 | 0 |
| Combinational | 0.200 | 0.413 | 0.213 |
| Sequential | 0 | 0 | 0 |
| Total | 0.200 | 0.413 | 0.213 |
cell type report:
class              instances  area [um^2]
multi-input cells        464         3510
repair buffers           192         1900
well taps                180          225
fillers                 1430         8070
inverters                 16         60.1
path summary, 6_finish.rpt:
| kind | end | slack [ps] | cells past startpoint |
|---|---|---|---|
| max | next_PC[23] | 1040 | 12 |
| min | PC_plus_4[0] | 3920 | 2 |
critical path, delay by kind of cell:
kind	cells	cell delay [ps]
simple gates	1	120
buf+inv	2	1120
compound gates	5	1220
fa+ha+maj	3	960
xor+xnor	1	150
cell families after synthesis:
logic type | count (synthesis) | share of synthesized area [%]
AND-OR/OR-AND | 153 | 29.8
XOR/XNOR | 47 | 11.4
adder cells (fa/ha/maj) | 59 | 20.3
buffers and inverters | 42 | 4.69
multiplexers | 29 | 8.02
AND/OR/NAND/NOR | 176 | 25.9
metrics by stage:
step / util, % / power, mW / hold slack (ps) / std cells
after floorplan: - / 0.219 / 3110 / 506
after global placement: 41.4 / 0.414 / 3930 / 852
after detailed placement: 41.4 / 0.413 / 3920 / 852
after CTS: 41.4 / 0.417 / 3930 / 852
after global routing: 41.4 / 0.458 / 3970 / 852
final: 41.4 / 0.413 / 3920 / 852
routing by layer:
layer | global-route usage, % | vias to the layer above | routed length (um)
li1 | - | 2253 | -
met1 | 22.9 | 2060 | 7680
met2 | 27.8 | 156 | 7760
met3 | 3.58 | 4 | 1220
met4 | 0.610 | 0 | 41
met5 | 0 | - | 0
Power figures rest on the tool's default switching activity, not on a simulated workload.
