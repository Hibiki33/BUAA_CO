File: flow/config.mk
export PLATFORM = sky130hd
export DESIGN_NAME = Bridge
export DESIGN_NICKNAME = Bridge
export VERILOG_FILES = /design/flow/design.v
export SDC_FILE = /design/flow/constraint.sdc
export NUM_CORES = 4
export LEC_CHECK = 1
export CORE_AREA = 10 10 172 172
export DIE_AREA = 0 0 182 182
File: flow/constraint.sdc
current_design Bridge

set clk_period 5.4
set clk_io_pct 0.2

create_clock -name clk0 -period $clk_period

set non_clock_inputs [all_inputs -no_clocks]
set_input_delay [expr $clk_period * $clk_io_pct] -clock clk0 $non_clock_inputs
set_output_delay [expr $clk_period * $clk_io_pct] -clock clk0 [all_outputs]
File: flow/design.v
`timescale 1ns / 1ps
module Bridge(
    output [31:0] m_data_addr,
    output [31:0] m_data_wdata,
    output [3:0] m_data_byteen,
    input [31:0] m_data_rdata,
    input [31:0] tmp_m_data_addr,
    input [31:0] tmp_m_data_wdata,
    input [3:0] tmp_m_data_byteen,
    output [31:0] tmp_m_data_rdata,
    output [31:0] m_int_addr,    
    output [3 :0] m_int_byteen, 
    output [31:0] TC0_Addr,
    output TC0_WE,
    output [31:0] TC0_Din,
    input [31:0] TC0_Dout,
    output [31:0] TC1_Addr,
    output TC1_WE,
    output [31:0] TC1_Din,
    input [31:0] TC1_Dout
    );
    assign m_data_addr = tmp_m_data_addr;
    assign m_int_addr = tmp_m_data_addr;
    assign TC0_Addr = tmp_m_data_addr;
    assign TC1_Addr = tmp_m_data_addr;
    assign TC0_Din = tmp_m_data_wdata;
    assign TC1_Din = tmp_m_data_wdata;
    assign m_data_wdata = tmp_m_data_wdata; 
    wire SelDM  = (tmp_m_data_addr >= 32'h0000_0000) && (tmp_m_data_addr <= 32'h0000_2fff);
    wire SelInt = (tmp_m_data_addr >= 32'h0000_7f20) && (tmp_m_data_addr <= 32'h0000_7f23);
    wire SelTC0 = (tmp_m_data_addr >= 32'h0000_7f00) && (tmp_m_data_addr <= 32'h0000_7f0b);
    wire SelTC1 = (tmp_m_data_addr >= 32'h0000_7f10) && (tmp_m_data_addr <= 32'h0000_7f1b);
    assign TC0_WE = (|tmp_m_data_byteen) && SelTC0;
    assign TC1_WE = (|tmp_m_data_byteen) && SelTC1;
    assign m_data_byteen = SelDM  ? tmp_m_data_byteen : 4'd0;
    assign m_int_byteen  = SelInt ? tmp_m_data_byteen : 4'd0;
    assign tmp_m_data_rdata = (SelTC0) ? TC0_Dout :
                              (SelTC1) ? TC1_Dout :
                              (SelInt) ? 32'd0    :
                              m_data_rdata;
endmodule
File: flow/run.sh
#!/bin/bash
# OpenROAD 26Q1-2900-gdf79404cd8, Yosys 0.63+post, stock flow scripts
make -C /OpenROAD-flow-scripts/flow DESIGN_CONFIG=/design/flow/config.mk WORK_HOME=/design/flow/orfs finish
==> run_results.csv <==
group,metric,value,unit
outcome,outcome,"completed",
sta,timing.final.hold_violations,0,
sta,rsz0062_at_grt,"no",
synthesis,synth_cells,420,
route,antenna_violating_nets_post_route,0,
global_route,grt_pass1_wl,22.27,mm
critical_path,critPathKind,"primary input to output pin",
global_route,grt-ovfl-total,0,
critical_path,critical_path_launch_point_type,"primary input",
route,drc_violations_left,0,
synthesis,post_synth_num_cell_types,25,
cells_and_area,most_numerous_logic_cells_after_layout,"clkdlybuf4s50_1, nor4_1, nand3_1",
die,fp.dieW,182,um
synthesis,synth.cell_area,0.002890,mm^2
route,drt_first_iter_violations,111,
synthesis,yosysCellCount,420,
die,design.core.area,0.02591,mm^2
route,top_signal_layer_used,"met4",
placement,place_congestion,0.7388,
clock_network,cts_setup_buffers,0,
cells_and_area,post_route_cells_drive_above_1_share,4.384,%
critical_path,critical_path_peak_fanout,38,
die,initial_core_util,11.15,%
critical_path,critical_path_data_required_time,4.32,ns
cells_and_area,seqCellArea,0,um^2
sta,worst_hold_slack,2.160,ns
critical_path,crit_arrival,3.76,ns
sta,maxSlewHeadroom,55.29,%
route,vias,2973,
sta,timing.final.crit_share,89.61,%
power_and_ir_drop,ir_drop,0.02352,mV
sta,worstMarginPinSlew,0.6645,ns
sta,max_clock_freq,0.2066,GHz
route,detail_route.wirelength,15.76,mm
route,met2WireLength,7.968,mm
sta,finalMaxSlewViolations,0,
cells_and_area,area_delta_synth_final,60.74,%
die,die-area,0.03312,mm^2
placement,numPortBuffers,302,
synthesis,synth_area_per_cell,6.882,um^2
route,drt-met1-wl,5.586,mm
global_route,grt_antenna_before_repair,1,
power_and_ir_drop,total_power,0.2617,mW
global_route,grtUsageTotal,8.693,%
job,timing.max_cap.violations,0,
clock_network,cts-resized-gates,0,
cells_and_area,most_frequent_logic_cell_in_the_layout,"clkdlybuf4s50_1",
cells_and_area,clock_buffer_count,0,
cells_and_area,design.seq.count,0,
synthesis,synth-warning-count,0,
job,stage_log_warnings,32,
sta,final_period_minus_worst_setup_slack,4.839,ns
sta,timing.final.setup_violations,0,
min_path,min-delay-start,"tmp_m_data_wdata[16]",
die,io_pins,430,
clock_network,cts_hold_repair.buffers,0,
die,chip_height,182,um
min_path,holdPathStages,0,
route,met3RoutedLength,1.650,mm
synthesis,yosysSeqAreaShare,0,%
global_route,largest_net_degree_at_the_start_of_global_routing,39,
power_and_ir_drop,p_leak,1.413,nW
min_path,worstHoldPathType,"primary input to output pin",
global_route,grt_pass1_vias,3291,
power_and_ir_drop,cellPowerDensity,56.34,mW/mm^2
die,num_rows,59,
route,routed_wire_length_per_instance,19.33,um
route,detailedRoute.firstPassIterationCount,4,
min_path,hold_end,"TC0_Din[16]",
placement,hpwlAfterDp,13.36,mm
sta,totalNegativeSetupSlack,0,ns
synthesis,ys_chip_area,0.002890,mm^2
route,vias_per_cell,3.648,
critical_path,critPathCaptureType,"output pin",
==> layout make-up <==
cell class / instances / area, um^2
well taps: 335 / 419.2
fillers: 2891 / 21270
repair buffers: 314 / 3126
diodes: 1 / 2.502
multi-input cells: 163 / 1091
inverters: 2 / 7.507
==> power by group <==
group,switching [mW],internal [mW]
clock,0,0.0000000248
sequential,0,0
combinational,0.0677,0.194
total,0.0677,0.194
==> cell usage after synthesis (all sizes together) <==
library cell  number  area, um^2
buf              231        1735
nor4              38       262.8
nand3             34       170.2
a31oi             32       200.2
o31ai             32       240.2
clkbuf            24       90.09
and2               9       56.30
nand2              3       11.26
inv                2       7.510
nor2               2       7.510
nor3b              2       15.01
a211o              1       8.760
a21o               1       7.510
a32oi              1       8.760
and4               1       8.760
and4b              1       10.01
and4bb             1       12.51
nand4              1       6.260
nor3               1       5.000
nor4b              1       8.760
o2111a             1       11.26
or3                1       6.260
==> how the worst max path moves through the flow <==
| stage | startpoint | to |
|---|---|---|
| after global routing | tmp_m_data_addr[25] | m_data_byteen[0] |
| final | tmp_m_data_addr[25] | m_data_byteen[0] |
| after CTS | tmp_m_data_addr[25] | m_data_byteen[0] |
==> per-layer routing <==
metal	GRT usage [%]	up-vias
li1	-	1398
met4	2.831	0
met1	9.100	1332
met5	0	-
met3	2.907	48
met2	15.88	195
==> through the flow <==
stage,utilization (%),setup slack [ns],instance area (um^2),cells
6_report,17.93,0.5608,4646,815
4_1_cts,17.92,0.4014,4643,814
2_1_floorplan,-,2.074,2890,420
3_3_place_gp,17.92,0.3899,4643,814
5_1_grt,17.93,0.2128,4646,815
3_5_place_dp,17.92,0.4091,4643,814
==> kinds of logic after synthesis <==
group	share of synthesized area (%)
buffers and inverters	63.42
and+or+nand+nor	20.09
AOI/OAI and AO/OA	16.49
==> critical path: stages <==
cell and delay, ns:
clkdlybuf4s50_1 0.51, nor4_2 0.37, nand4_1 0.26, buf_4 0.33, nor4_1 0.35, buf_4 0.18
and2_1 0.16, clkdlybuf4s50_1 0.48
No activity file was given, so power comes from the tool's default toggle rates.
