## /design/flow/run.sh

```bash
#!/bin/bash
# OpenROAD 26Q1-2900-gdf79404cd8, Yosys 0.63+post, stock flow scripts
make -C /OpenROAD-flow-scripts/flow DESIGN_CONFIG=/design/flow/config.mk WORK_HOME=/design/flow/orfs finish
```

## /design/flow/config.mk

```make
export PLATFORM = sky130hd
export DESIGN_NAME = TC
export DESIGN_NICKNAME = TC
export VERILOG_FILES = /design/flow/design.v
export SDC_FILE = /design/flow/constraint.sdc
export NUM_CORES = 4
export LEC_CHECK = 1
export CORE_UTILIZATION = 30
```

## /design/flow/constraint.sdc

```tcl
current_design TC

set clk_period 9.8
set clk_io_pct 0.2

create_clock -name clk0 -period $clk_period [get_ports {clk}]

set non_clock_inputs [all_inputs -no_clocks]
set_input_delay [expr $clk_period * $clk_io_pct] -clock clk0 $non_clock_inputs
set_output_delay [expr $clk_period * $clk_io_pct] -clock clk0 [all_outputs]
```

## /design/flow/design.v

```verilog
`timescale 1ns / 1ps
module TC(
    input clk,
    input reset,
    input [31:2] Addr,
    input WE,
    input [31:0] Din,
    output [31:0] Dout,
    output IRQ
    );
	reg [1:0] state;
	reg [31:0] mem [2:0];
	reg _IRQ;
	assign IRQ = mem[0][3] & _IRQ;
	assign Dout = mem[Addr[3:2]];
	wire [31:0] load = Addr[3:2] == 0 ? {28'h0, Din[3:0]} : Din;
	integer i;
	always @(posedge clk) begin
		if(reset) begin
			state <= 0; 
			for(i = 0; i < 3; i = i+1) mem[i] <= 0;
			_IRQ <= 0;
		end
		else if(WE) begin
			mem[Addr[3:2]] <= load;
		end
		else begin
			case(state)
				2'b00 : if(mem[0][0]) begin
					state <= 2'b01;
					_IRQ <= 1'b0;
				end
				2'b01 : begin
					mem[2] <= mem[1];
					state <= 2'b10;
				end
				2'b10  : 
					if(mem[0][0]) begin
						if(mem[2] > 1) mem[2] <= mem[2]-1;
						else begin
							mem[2] <= 0;
							state <= 2'b11;
							_IRQ <= 1'b1;
						end
					end
					else state <= 2'b00;
				default : begin
					if(mem[0][2:1] == 2'b00) mem[0][0] <= 1'b0;
					else _IRQ <= 1'b0;
					state <= 2'b00;
				end
			endcase
		end
	end
endmodule
```

==> notes.md <==
yosys + openroad results -> vertical die size=153 µm, Std-Cell Rows=54, cell count in the Yosys report=552, area leader, netlist=edfxtp_1, Synth warnings=1, largest net degree at the start of global routing=40, Max H-tree Level=4, crit-path leading delay family=buffers and inverters, cts hold-fix bufs=0, Area leader share=0.566, total of max-cap violations=0, Seq pwr share=0.477, flops out of synthesis=133, final wirelength=18300 µm, Clock Sinks=133, synthesized area=0.00680 mm², Pleak=3.10 nW, max-slew violations=0, first-pass GRT wire length=28600 µm, CP cell instances=buf_2 > buf_4 > mux4_2 > clkdlybuf4s50_1, status=complete, no violations, Final Cycle Share=0.583, Syn-to-layout area delta=24.9%, power share of the clock group=0.411, via/cell ratio=5.21, pwr dens=168 mW/mm², DRC=0, internal power=0.00111 W, final setup vio count=0, Post-synth EDFFs=128, GRT Overall Usage=0.172, Yosys chip area=0.00680 mm², fin cells=940, share of flip-flops with an asynchronous set or reset=0, Max VDD drop=113 µV, Worst EP arrival=3.76 ns, via count=4898, core footprint=0.0220 mm², root buffer cell=clkbuf_16, top cells by area=edfxtp_1 (57%), mux4_2 (11%), nor2_1 (4.5%), Top FF cell, synth=edfxtp_1, Fmax=175 MHz, Total Power=0.00142 W, clk latency late pin=0.42 ns, Longest Clk Path Bufs=2, part of the power in combinational logic=0.112, Die X=153 µm, clock slew at the register clock pins of the worst setup and hold paths=0.05 ns, slew margin rel.=0.488, layout cells sized above 1=0.142, DP HPWL=11400 µm, number of global-route vias before repair=5052, Psw=0.000314 W, fill count=2086, Core Util at FP=0.309, Seq share, synth=0.580, Setup Total Neg Slack=0 ns, worst-margin pin slew=0.768 ns, RSZ-0062 raised after global routing=no, total tool warning count=54, Inserted Clock Buffers=17, antenna viol nets, final=0, Crit Path Max Fanout=37, Synth Instances=552, Net Sw Frac=0.221, # diodes=0, placed insts=910, Setup CP Type=in2out, Clock Skew=0.00713 ns, IO Pins=98, Slowest-stage cell, CP=mux4_2, CP peak stage delay=0.65 ns, fin crit period=5.72 ns, routability cong.=0.819, Pre-antenna DRT Iters=18, CP Capture Type=output pin, worst path bufs/invs=3, initial antenna violation count=0, final hold vios=0, CTS tree=done, WL/cell=19.5 µm, Syn Area/Cell=12.3 µm², hold crit path type=reg2reg, post-CTS setup buffers=0, Post-CTS Resized=0, DRT iter0 DRCs=368, PortBufs=69, WP data required=7.84 ns, post-synthesis cell type count=54, chip footprint=0.0233 mm², GRT overflow=0, Worst Setup Start Kind=input port
## synthesized netlist by cell type (all sizes together), types with 3 or more instances
cell type,n
a21oi,20
a221oi,9
a31oi,4
and2,14
and3,12
buf,6
clkbuf,31
dfxtp,5
edfxtp,128
inv,8
mux4,32
nand2,43
nand2b,3
nand3,30
nand4,4
nor2,82
nor3,24
nor4,18
o211ai,3
o21ai,6
or2,6
or3,6
or4,6
xnor2,8
xor2,19
## sequential cells by signal (all words and copies together), names as in the netlist
| name | flops |
|---|---|
| mem | 128 |
| state | 4 |
| _IRQ | 1 |
## through the flow
| step | worst slack (ns) | area [µm²] | hold slack [ns] | util |
|---|---|---|---|---|
| 3_3_place_gp | 4.08 | 7960 | 0.435 | 0.361 |
| 2_1_floorplan | 4.21 | 6900 | 0.423 | - |
| 6_report | 4.08 | 8490 | 0.451 | 0.385 |
| 3_5_place_dp | 4.07 | 7960 | 0.444 | 0.361 |
| 5_1_grt | 3.95 | 8490 | 0.460 | 0.385 |
| 4_1_cts | 4.07 | 8490 | 0.452 | 0.385 |
## cell usage in the layout (no fill, tap or decap), drive strengths merged, types with 2 or more instances in the layout
cell type and instances:
a21oi 20, a221oi 9, a31oi 4, a32o 2, and2 14, and3 12, and4 2, buf 21
bufinv 2, clkbuf 22, clkdlybuf4s50 67, clkinv 6, conb 28, dfxtp 5, edfxtp 128, ha 2
inv 8, mux4 32, nand2 43, nand2b 3, nand3 30, nand4 4, nor2 82, nor3 24
nor4 18, o211ai 3, o21ai 6, o31ai 2, or2 6, or3 6, or4 6, xnor2 8
xor2 19
## per-layer routing
layer | share of wire | GRT usage | vias up
li1 | - | - | 2272
met1 | 0.41 | 0.238 | 2362
met2 | 0.47 | 0.257 | 249
met3 | 0.11 | 0.0875 | 15
met4 | 0.012 | 0.0269 | 0
met5 | 0 | 0 | -
## cells by family (layout without fill, tap and decap cells)
group           count (synthesis)  after routing  share of synthesized area
buf+inv                        45            126                     0.0261
compound gates                 58             58                     0.0602
simple gates                  253            253                      0.187
fa+ha+maj                       2              2                    0.00368
xor+xnor                       27             27                     0.0348
mux                            33             33                      0.108
flops                         133            133                      0.580
other cells                     1             28                   0.000552
## layout make-up
cell class                 instances  area, µm²  share of cell area
clock buffer                      22        444              0.0523
timing repair buffer              88        823              0.0970
clock inverter                     8       85.1              0.0100
multi-input combinational        401       2810               0.331
sequential                       133       3940               0.465
inverter                           8       30.0             0.00354
tap                              280        350              0.0413
## final timing paths
| path | endpoint | slack [ns] | from | cells past startpoint |
|---|---|---|---|---|
| min reg2reg | state[3] | 0.45 | state[3] | 2 |
| max | Dout[14] | 4.08 | Addr[2] | 4 |
| max reg2reg | mem[2][10] | 6.92 | mem[2][5] | 6 |
| min | state[3] | 0.45 | state[3] | 2 |
## power by group through the flow
stage / logic [W] / registers (W) / clock network [W]
finish: 0.000159 / 0.000678 / 0.000585
global route: 0.000175 / 0.000682 / 0.000616
CTS: 0.000162 / 0.000679 / 0.000591
## worst reg2reg max path: stages (launching register included)
cell      delay [ns]
edfxtp_1        0.45
nor4_2          0.52
nand3_1         0.65
or3_1           0.56
xnor2_1         0.14
nand2_1         0.09
a311oi_1        0.28
Power and IR drop assume default switching activity.
